## design/flow/design.v

```verilog
module ddr_memory_rtl #(
    parameter ADDR_WIDTH = 4,
    parameter DATA_WIDTH = 32,
    parameter MEM_SIZE   = 16
) (
    input  logic                  clk,
    input  logic                  reset,
    input  logic                  wr,        
    input  logic                  rd,        
    input  logic [ADDR_WIDTH-1:0] addr,      
    input  logic [DATA_WIDTH-1:0] wdata,     
    output logic [DATA_WIDTH-1:0] rdata,     
    output logic                  response
);
  logic [DATA_WIDTH-1:0] mem[0:MEM_SIZE-1];
  logic [DATA_WIDTH-1:0] data_out;
  logic out_enable;
  assign rdata = out_enable ? data_out : 'bz;
  always_ff @(posedge clk or posedge reset) begin
    if (reset) begin
      for (int i = 0; i < MEM_SIZE; i++) mem[i] <= '0;
      response <= 0;
    end else if (wr) begin
      mem[addr] <= wdata;
      response  <= 1;
    end else begin
      response <= 0;
    end
  end
  always_ff @(posedge clk) begin
    if (rd) begin
      data_out   <= mem[addr];
      out_enable <= 1;
    end else begin
      out_enable <= 0;
    end
  end
endmodule
```

## design/flow/config.mk

```make
export PLATFORM = sky130hd
export DESIGN_NAME = ddr_memory_rtl
export DESIGN_NICKNAME = ddr_memory_rtl
export VERILOG_FILES = /design/flow/design.v
export SDC_FILE = /design/flow/constraint.sdc
export NUM_CORES = 4
export LEC_CHECK = 1
export CORE_UTILIZATION = 50
```

## design/flow/constraint.sdc

```tcl
current_design ddr_memory_rtl

set clk_period 2.6
set clk_io_pct 0.2

create_clock -name clk0 -period $clk_period [get_ports {clk}]

set non_clock_inputs [all_inputs -no_clocks]
set_input_delay [expr $clk_period * $clk_io_pct] -clock clk0 $non_clock_inputs
set_output_delay [expr $clk_period * $clk_io_pct] -clock clk0 [all_outputs]
```

## design/flow/run.sh

```bash
#!/bin/bash
# OpenROAD 26Q1-2900-gdf79404cd8, Yosys 0.63+post, stock flow scripts
make -C /OpenROAD-flow-scripts/flow DESIGN_CONFIG=/design/flow/config.mk WORK_HOME=/design/flow/orfs finish
```

==> flow_summary.toml <==
# flow metrics
[timing]
slew_violations = 0
tightest_slew_ns = 0.784
finalCritPeriodShare_pct = 79.5
clock_skew_ns = 0.0157
fin_crit_ns = 2.07
fmax_mhz = 484
hold_viol = 0
maxSlewHeadroom_pct = 47.6
whs_ns = 0.370
setup_viol = 0
rsz0062_at_grt = "no"

[route]
firstDrtPassIters = 5
dr_total_vias = 15364
drt_iter0_markers = 768
wirelength_um = 64800
wl_per_cell_um = 25.0
viasPerCell = 5.92
antenna_left = 0
drc_errors = 0
antenna_cells = 0

[pwr]
power_density_nw_per_um2 = 809
p_int_mw = 17.3
pwr-share-seq_pct = 49.4
power.share.clock_pct = 34.2
combPwrFrac_pct = 16.4
peakVddDrop_v = 0.000530
p_total_mw = 23.1
p_sw_share_pct = 24.9
p_sw_mw = 5.75
p_leak_nw = 12.2

[cells_and_area]
layout_top_cell = "dfrtp_1"
drive_gt1_share_pct = 39.6
fillers = 3749
mostFrequentLayoutCells = "dfrtp_1, mux2_2, nand2_1"
area_growth_syn_to_layout_pct = 16.0

[critical_path]
path_max_fanout = 20
cp-startpoint = "addr[1]"
end_kind = "flip-flop"
rr_startpoint = "mem[7][25]"
crit_type = "primary input to flip-flop"
required_ns = 3.09
cp.arrival_ns = 2.56
start_kind = "primary input"
r2r_slack_ns = 0.93

[global_routing]
antenna_found_initial = 0
grt_max_degree = 77
grt_use_met2_pct = 42.4
gr-total-overflow = 0
gr-usage-met3_pct = 9.30
use_met1_pct = 44.6
first_global_vias = 16282
track_usage_pct = 28.6
grt_pass1_wl_um = 101000
grt.busiest_layer = "met1"

[floorplanning]
chip_area_sq_um = 50100
die_h_um = 224
fp_util_pct = 51.1
dieWidth_um = 224
ioPinCount = 73
core-area_sq_um = 48100
fp-row-count = 80

[synth]
syn-instance-count = 1808
ys_ff = 545
top_cell_area_share_pct = 52.2
ys_area_sq_um = 24600
largest_area_cell = "dfrtp_1"
ys_seq_share_pct = 56.1
synth_warnings = 3
async_flop_share_pct = 94.1
synthFlopType = "dfrtp_1"
syn-cell-area_sq_um = 24600
yosys_cells = 1808
avgSynthCellArea_sq_um = 13.6
netlist_top_cells_area = "dfrtp_1, mux2_2, edfxtp_1"
edf_count = 32
ys_types = 49

[clocking]
cts_root_buffer = "clkbuf_16"
post_cts_resized = 0
cts_setup_buffers = 0
cts_buffers = 57
clk_latency_ns = 0.62
cts_hold_buf = 0
clock_sinks = 545
cts_tree = "built"
cts_htree_levels = 2
cts_buffer_depth = 3
clk_pin_slew_ns = 0.06

[placement]
routabilityCongestion = 0.890
dp_hpwl_um = 39200
numPortBuffers = 72

[worst_hold_path]
min-delay-start = "rd"
min_path_type = "primary input to flip-flop"

[job]
warnings = 26
maxCapViolCount = 0

[status]
status = "completed"
==> critical path, cell delays in order <==
cell and delay, ns:
buf_4 0.39, nor2b_1 0.50, nand2_2 0.26, nor2_4 0.21
buf_4 0.29, mux2_2 0.37
==> path summary, 6_finish.rpt <==
check                                     to  cells after the start
worst max-delay path             mem[14][29]                      6
worst min-delay path            data_out[18]                      1
worst max register to register  data_out[25]                      3
worst min register to register     mem[2][2]                      1
max in group asynchronous        mem[11][25]                      4
min in group asynchronous         mem[8][15]                      3
==> cells in the mapped netlist, types with 10 or more instances <==
master,instances
mux2_1,24
buf_4,43
nor2_2,11
a22oi_1,26
nor2_1,40
nor2b_1,10
buf_2,40
a221oi_1,21
a21o_1,23
o22ai_1,39
mux2i_1,54
clkbuf_1,60
mux2_2,512
mux4_2,25
o21ai_0,55
nand2_1,102
dfrtp_1,513
a21oi_1,39
edfxtp_1,32
a31oi_1,28
nand3_1,11
and3_1,25
==> area by class of cell <==
type                            instances  area (sq um)  area share, %
Timing Repair Buffer                  182          2050           7.20
Clock inverter                          9          55.1          0.193
Clock buffer                           95          1760           6.17
Inverter                               10          41.3          0.145
Sequential cell                       545         13800           48.4
Tap cell                              656           821           2.88
Multi-Input combinational cell       1097         10000           35.1
==> flip-flops by register name, indices dropped and copies added (netlist names) <==
name / cells
mem: 512
response: 1
data_out: 32
==> power groups by stage <==
stage | Clock, mW | Combinational [mW] | Sequential (mW)
4_1_cts | 8.08 | 3.81 | 11.4
5_1_grt | 8.40 | 4.14 | 11.7
6_report | 7.90 | 3.78 | 11.4
==> kinds of logic (layout without fill, tap and decap cells) <==
family | count (synthesis) | after routing | share of synthesized area [%]
simple gates | 224 | 224 | 4.33
buf+inv | 166 | 296 | 3.64
mux | 617 | 617 | 29.1
flops | 545 | 545 | 56.1
compound gates | 256 | 256 | 6.83
==> routing by layer <==
layer,wire [um],vias to the layer above
met3,5570,93
met1,28200,8006
li1,-,6770
met2,29600,495
met5,0,-
met4,1400,0
==> metrics by stage <==
| step | TNS (ns) | setup slack, ns | util, % | cell area [sq um] | cells |
|---|---|---|---|---|---|
| floorplan | -2506.68 | -4.89 | - | 24600 | 1808 |
| global placement | -1.68 | -0.0876 | 55.5 | 26700 | 2490 |
| detailed placement | -0.921 | -0.0717 | 55.5 | 26700 | 2490 |
| CTS | 0 | 0.582 | 59.3 | 28500 | 2594 |
| global route | 0 | 0.508 | 59.3 | 28500 | 2594 |
| finish | 0 | 0.532 | 59.3 | 28500 | 2594 |
Power is estimated from default activity; no workload was simulated.
